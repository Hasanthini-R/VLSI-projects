--- /design/flow/config.mk ---
export PLATFORM = sky130hd
export DESIGN_NAME = sync_fifo
export DESIGN_NICKNAME = sync_fifo
export VERILOG_FILES = /design/flow/design.v
export SDC_FILE = /design/flow/constraint.sdc
export NUM_CORES = 4
export LEC_CHECK = 1
export CORE_UTILIZATION = 40
--- /design/flow/constraint.sdc ---
current_design sync_fifo

set clk_period 2.6
set clk_io_pct 0.2

create_clock -name clk0 -period $clk_period [get_ports {clk}]

set non_clock_inputs [all_inputs -no_clocks]
set_input_delay [expr $clk_period * $clk_io_pct] -clock clk0 $non_clock_inputs
set_output_delay [expr $clk_period * $clk_io_pct] -clock clk0 [all_outputs]
--- /design/flow/design.v ---
module sync_fifo (
    input clk, rst,
    input wr_en,           
    input rd_en,           
    input [7:0] data_in,
    output reg [7:0] data_out,
    output full,
    output empty,
    output almost_full,
    output almost_empty);
    reg [7:0] mem [0:7];          
    reg [2:0] wr_ptr, rd_ptr;    
    reg [3:0] count;            
    always @(posedge clk or posedge rst) begin
        if (rst) begin
            wr_ptr <= 0;
            rd_ptr <= 0;
            count  <= 0;
        end 
      else begin
            if (wr_en && !full) begin
                mem[wr_ptr] <= data_in;
                wr_ptr <= wr_ptr + 1;
            end
            if (rd_en && !empty) begin
                data_out <= mem[rd_ptr];
                rd_ptr <= rd_ptr + 1;
            end
            case ({wr_en && !full, rd_en && !empty})
                2'b10: count <= count + 1;  
                2'b01: count <= count - 1; 
                2'b11: count <= count;      
                default: count <= count;
            endcase
        end
    end
    assign empty        = (count == 0);     
    assign full         = (count == 8);     
    assign almost_empty = (count <= 1);
    assign almost_full  = (count >= 7);
endmodule
--- /design/flow/run.sh ---
#!/bin/bash
# OpenROAD 26Q1-2900-gdf79404cd8, Yosys 0.63+post, stock flow scripts
make -C /OpenROAD-flow-scripts/flow DESIGN_CONFIG=/design/flow/config.mk WORK_HOME=/design/flow/orfs finish
==> run summary <==
flow finished, numbers: Num CTS Buffers=9, ys flop type=edfxtp_1, crit start category=register, postcts setup bufs=0, MUX area fraction=3.53%, hold buffers post-CTS=0, worst min-delay path class=in -> async, Tool Warnings=35, Sequential Power Share=43.7%, vias in the first global route=1926, and+or+nand+nor area frac=6.47%, met2 wire length=2860 µm, Fin Hold WS=0.527 ns, root buf cell=clkbuf_8, Dominant comb cell=AND-OR/OR-AND gates, largest net degree at the start of global routing=17, Yosys reg bits=82, clock buffer depth=2, Gate Area=891 µm², met3 wire len=552 µm, Antenna diodes=0, Die Wd=94.2 µm, CTS H-tree depth=3, FP Rows=33, outcome=finished clean, Num Clock Sinks=82, HPWL after detailed placement=4110 µm, Metal-1 WL=2790 µm, vias post-DR=1870, Clock Skew=0.00917 ns, Syn Area/Cell=16.1 µm², CP Capture Type=output port, CP Class=reg -> out, switching share of power=32.9%, final hold violations=0, Yosys warnings=2, flip-flops with a built-in enable=72, WP data required=2.08 ns, ANT nets after route=0, CP arrival=1.83 ns, DRC=0, ys async rst share=12.2%, wire per inst=17.3 µm, Die H=94.2 µm, Post-synth seq share=70.9%, die area=8880 µm², cycle use final=90.5%, cts repair resizes=0, setup TNS=0 ns, Post-Synth XOR/XNOR Area=1.54%, Synth Area in Compound Gates=8.75%, worst-margin pin slew=0.426 ns, CTS tree=built, dpl ws=0.303 ns, I/O pin count=24, register area=2410 µm², combinational power share=36.0%, yosys stat chip area=3400 µm², PD cells=1040 nW/µm², Fmax=425 MHz, max layer used=met4, worst-path fanout max=5, Core Util at FP=41.4%, leak pwr=1.48 nW, DRT Pass-1 Iters=4, Yosys cell types=34, IO buf count=23, Int Pwr=0.00280 W, fin. max-slew vios=0, Max-cap violations=0, fraction of layout cells with a size suffix above 1=17.1%, P_sw=0.00137 W, Layout fillers=670, Mapped Area=3400 µm², Iter 0 DRT Violations=94, Final setup viols=0, clk latency late pin=0.35 ns, global-route wire length before repair=9960 µm, worst setup margin=0.247 ns, total global routing overflow=0, core box area=8220 µm², GPL Wtd Cong=0.832, yosys adder share=5.88%, Routed WL=6280 µm, total track usage=16.4%, worst vdd ir=0.415 mV, Max-slew headroom=71.6%, area grow syn2layout=18.4%, yosys cell count=212, Final Core Density=49.0%, antenna violations before repair=0, clock slew at reported path FFs=0.09 ns, RSZ-0062 raised after global routing=no, minimum clock period=2.35 ns, via/cell ratio=5.15, Clock power frac=20.3%, Syn Inst Count=212
## logic make-up after synthesis
kind of cell               after synthesis
buffers and inverters                   22
and+or+nand+nor                         38
adders and majority gates               16
DFF                                     82
AOI/OAI and AO/OA                       37
xor gates and xnor gates                 6
muxes                                   11
## worst paths after layout
kind / startpoint / endpoint / slack, ns / depth (start not counted)
worst max-delay path: count[1] / empty / 0.25 / 4
worst min-delay path: rst / rd_ptr[1] / 0.53 / 2
worst max register to register: count[0] / count[3] / 0.27 / 9
worst min register to register: rd_ptr[0] / rd_ptr[0] / 0.53 / 1
max in group asynchronous: rst / wr_ptr[2] / 1.78 / 2
min in group clk0: rd_ptr[0] / rd_ptr[0] / 0.53 / 1
## power groups by stage
stage	registers [W]	clock network, W	logic, W
6_report	0.00182	0.000848	0.00150
4_1_cts	0.00182	0.000864	0.00152
5_1_grt	0.00185	0.000921	0.00169
## layout by cell type, fill, tap and decap left out
cell type,n
edfxtp_1,72
clkdlybuf4s50_1,23
buf_4,19
ha_1,16
a22o_1,12
inv_1,10
dfrtp_1,10
nor3_1,9
clkbuf_8,9
mux2_2,7
a31oi_1,7
nand2_1,6
and3_1,6
a221oi_1,5
xnor2_1,4
and2_1,4
o21ai_0,4
mux2i_1,3
a221o_1,3
a222oi_1,3
nor2_1,3
clkinvlp_4,3
nor3b_1,2
nand2b_1,2
xor2_1,2
inv_6,2
or4b_1,1
nand4b_1,1
a21oi_1,1
and3b_1,1
mux2_1,1
or4_4,1
or2_0,1
a31oi_2,1
nor2b_1,1
a21o_1,1
inv_8,1
clkinv_4,1
## cell usage after synthesis (all sizes together) (4+ instances only)
| cell | instances | area (µm²) |
|---|---|---|
| xnor2 | 4 | 35.0 |
| ha | 16 | 200 |
| dfrtp | 10 | 250 |
| a22o | 12 | 105 |
| a221oi | 5 | 43.8 |
| mux2 | 8 | 90.1 |
| a31oi | 8 | 56.3 |
| clkbuf | 8 | 30.0 |
| nor3 | 9 | 45.0 |
| and2 | 4 | 25.0 |
| o21ai | 4 | 20.0 |
| nand2 | 6 | 22.5 |
| edfxtp | 72 | 2160 |
| buf | 4 | 32.5 |
| and3 | 6 | 37.5 |
| inv | 10 | 37.5 |
## through the flow
step | instance area, µm² | std cells | total power [W]
after global placement | 3840 | 347 | 0.00336
final | 4030 | 363 | 0.00417
after CTS | 4030 | 363 | 0.00421
after detailed placement | 3840 | 347 | 0.00336
after floorplan | 3400 | 212 | 0.00279
after global routing | 4030 | 363 | 0.00446
## sequential cells by signal, summed over array words and instances (netlist names)
| name | count |
|---|---|
| count | 4 |
| mem | 64 |
| rd_ptr | 3 |
| data_out | 8 |
| wr_ptr | 3 |
## metal layers
metal  global-route usage [%]  up-vias
met5                        0        -
met4                     2.56        0
met3                     7.00        7
met2                     23.4       61
met1                     26.0      899
li1                         -      903
## area by class of cell
type                       instances  area share (%)
clock inverter                     7            1.49
sequential                        82            59.9
timing repair buffer              42            9.25
inverter                          10           0.932
multi-input combinational        108            22.1
clock buffer                       9            3.07
tap                              105            3.26
## worst max-delay path, cell delays in order (launching register included)
cell             delay [ns]
dfrtp_1                0.44
inv_1                  0.10
ha_1                   0.20
nor3b_1                0.25
clkdlybuf4s50_1        0.50
Power and IR drop assume default switching activity.
