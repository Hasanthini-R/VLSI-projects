## run.sh

```bash
#!/bin/bash
# OpenROAD 26Q1-2900-gdf79404cd8, Yosys 0.63+post, stock flow scripts
make -C /OpenROAD-flow-scripts/flow DESIGN_CONFIG=/design/flow/config.mk WORK_HOME=/design/flow/orfs finish
```

## config.mk

```make
export PLATFORM = sky130hd
export DESIGN_NAME = alu
export DESIGN_NICKNAME = alu
export VERILOG_FILES = /design/flow/design.v
export SDC_FILE = /design/flow/constraint.sdc
export NUM_CORES = 4
export LEC_CHECK = 1
export CORE_AREA = 10 10 102 102
export DIE_AREA = 0 0 112 112
```

## constraint.sdc

```tcl
current_design alu

set clk_period 7.1
set clk_io_pct 0.2

create_clock -name clk0 -period $clk_period

set non_clock_inputs [all_inputs -no_clocks]
set_input_delay [expr $clk_period * $clk_io_pct] -clock clk0 $non_clock_inputs
set_output_delay [expr $clk_period * $clk_io_pct] -clock clk0 [all_outputs]
```

## design.v

```verilog
module alu (
    input  [7:0] a, b,
    input  [2:0] op,     
    output reg [7:0] result,
    output reg zero,overflow
);
    always @(*) begin
        case (op)
            3'b000: {overflow,result} = a + b;        
            3'b001: {overflow,result} = a - b;        
            3'b010: result = a & b;                  
            3'b011: result = a | b;                   
            3'b100: result = a ^ b;                   
            3'b101: result = a << b[2:0];             
            3'b110: result = a >> b[2:0];             
            3'b111: result = ($signed(a) < $signed(b)) ? 8'd1 : 8'd0; 
            default: result = 8'd0;
        endcase
        zero = (result == 0);
        overflow = ((op == 3'b000) || (op == 3'b001)) && 
           (a[7] == b[7]) && (result[7] != a[7]);
    end
endmodule
```

==> flow_metrics.env <==
# implementation run metrics
export IMPL_outcome="finished, final reports clean"
export IMPL_ys_chip_area_sq_um=1730
export IMPL_slew_headroom_pct=41.6
export IMPL_nFlopsAndLatches=0
export IMPL_portBuffers=29
export IMPL_syn_avg_cell_area_sq_um=7.85
export IMPL_critPathArrivalTime_ns=4.83
export IMPL_worst_setup_path_end_kind="primary output"
export IMPL_drt_wl_total_mm=5.41
export IMPL_dr_pass1_iters=4
export IMPL_netlist_instances=220
export IMPL_grt_use_total_pct=8.36
export IMPL_timing_hold_ws_ns=4.05
export IMPL_place_gp_congestion=0.956
export IMPL_combGateArea_sq_um=1560
export IMPL_worst_pin_slew_ns=0.864
export IMPL_grt_pass1_vias=1791
export IMPL_hpwl_mm=4.40
export IMPL_drt_iter0_drc=164
export IMPL_yosysWarnings=1
export IMPL_die_h_um=112
export IMPL_chipArea_sq_um=12500
export IMPL_floorplan_core_util_pct=21.0
export IMPL_post_cts_buffers=0
export IMPL_drtAntennaViolNets=0
export IMPL_drv_slew=0
export IMPL_worstPathMaxFanout=10
export IMPL_leakagePower_nw=0.882
export IMPL_crit_required_ns=5.68
export IMPL_ys_types=56
export IMPL_synth_area_sq_um=1730
export IMPL_fin_util_pct=25.7
export IMPL_clockBufferCount=0
export IMPL_grt_overflow=0
export IMPL_layout_drive_gt1_share_pct=6.28
export IMPL_routed_via_count=1785
export IMPL_tns_ns=0
export IMPL_post_cts_resized=0
export IMPL_fmax_ghz=0.160
export IMPL_postSynthSeqShare_pct=0
export IMPL_area_delta_synth_final_pct=22.1
export IMPL_ios=29
export IMPL_ir_worst_vdd_mv=0.0188
export IMPL_hp_start="b[7]"
export IMPL_n_antenna_cell=0
export IMPL_crit_start="a[1]"
export IMPL_fp_row_count=33
export IMPL_period_used_pct=88.0
export IMPL_hold_path_class="input port to primary output"
export IMPL_die_x_um=112
export IMPL_rsz0062_at_grt="false"
export IMPL_yosysCellCount=220
export IMPL_warning_count=49
export IMPL_drt_wirelength_per_cell_um=15.7
export IMPL_fillers=851
export IMPL_layout_min_cycle_time_ns=6.25
export IMPL_grt_pass1_wl_mm=9.03
export IMPL_seq_area_sq_um=0
export IMPL_drc_errors=0
export IMPL_maxCapViolCount=0
export IMPL_core_area_sq_um=8220
export IMPL_antenna_found_initial=0
export IMPL_cts_hold_buf=0
export IMPL_path_class="input port to primary output"
export IMPL_finalHoldViolations=0
export IMPL_vias_per_cell=5.19
export IMPL_grt_start_max_net_pins=24
export IMPL_setup_viol=0
export IMPL_p_per_area_nw_per_um2=67.4
export IMPL_start_kind="input port"
-- Yosys cell counts (all sizes together) (4+ instances only) --
| master | instances | area (sq um) |
|---|---|---|
| nand2 | 13 | 48.8 |
| clkbuf | 6 | 22.5 |
| buf | 7 | 40.0 |
| nor3 | 8 | 40.0 |
| o22ai | 7 | 43.8 |
| mux4 | 10 | 240 |
| nor3b | 4 | 35.0 |
| or3 | 7 | 43.8 |
| ha | 25 | 313 |
| o211ai | 4 | 30.0 |
| nor2b | 8 | 50.1 |
| a21oi | 11 | 55.1 |
| a211oi | 4 | 30.0 |
| inv | 29 | 109 |
| o21ai | 7 | 35.0 |
| nand3 | 5 | 25.0 |
| mux2i | 4 | 40.0 |
-- worst paths after layout --
| path | endpoint | slack, ns | cells after the start |
|---|---|---|---|
| setup / recovery | zero | 0.85 | 11 |
| hold / removal | overflow | 4.05 | 5 |
-- cell type report --
class                      count  area share [%]
multi-input combinational    178            73.8
tap                          105            6.23
inverter                      29            5.16
timing repair buffer          32            14.8
-- worst max-delay path: stages --
cell and delay, ns:
clkdlybuf4s50_1 0.70, inv_1 0.15, fa_1 0.49, o21bai_1 0.17
a21oi_1 0.12, o31ai_1 0.38, o221a_2 0.25, o21ai_0 0.11
nor4_1 0.35, nor3b_2 0.22, clkdlybuf4s50_1 0.48
-- power breakdown --
part | internal (W) | switching [W]
registers | 0 | 0
clock network | 0 | 0
logic | 0.0000695 | 0.0000726
-- cell families (layout without fill, tap and decap cells) --
logic type	after synthesis	in the layout	share of synthesized area, %
multiplexers	16	16	17.5
AND/OR/NAND/NOR	65	65	22.4
buffers and inverters	42	61	9.93
adder cells (fa/ha/maj)	27	27	20.4
XOR/XNOR	3	3	1.52
AND-OR/OR-AND	67	67	28.2
-- layout by cell type (no fill, tap or decap), drive strengths merged, types with 4 or more instances in the layout --
master,n
mux4,10
a21oi,11
or3,7
o211ai,4
nor2b,8
o21ai,7
o22ai,7
inv,29
nor3,8
mux2i,4
nand3,5
clkdlybuf4s50,29
nor3b,4
nand2,13
a211oi,4
ha,25
-- per-stage QoR --
stage | setup slack (ns) | cell area [sq um] | std cells | total power [W]
final | 0.855 | 2110 | 344 | 0.000142
after floorplan | 2.45 | 1730 | 220 | 0.0000879
after global routing | 0.542 | 2110 | 344 | 0.000158
after global placement | 0.810 | 2110 | 344 | 0.000143
after detailed placement | 0.727 | 2110 | 344 | 0.000142
after CTS | 0.723 | 2110 | 344 | 0.000143
-- layer usage --
| metal | global-route usage (%) | share of wire, % | vias to the layer above |
|---|---|---|---|
| li1 | - | - | 886 |
| met1 | 11.0 | 47 | 851 |
| met2 | 14.0 | 46 | 42 |
| met3 | 1.74 | 5.1 | 6 |
| met4 | 1.18 | 1.4 | 0 |
| met5 | 0 | 0 | - |
Power and IR drop assume default switching activity.
